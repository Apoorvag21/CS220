<file path="flow/constraint.sdc">
current_design full_subtract_32

set clk_period 31.3
set clk_io_pct 0.2

create_clock -name clk0 -period $clk_period

set non_clock_inputs [all_inputs -no_clocks]
set_input_delay [expr $clk_period * $clk_io_pct] -clock clk0 $non_clock_inputs
set_output_delay [expr $clk_period * $clk_io_pct] -clock clk0 [all_outputs]
</file>
<file path="flow/run.sh">
#!/bin/bash
# OpenROAD 26Q1-2900-gdf79404cd8, Yosys 0.63+post, stock flow scripts
make -C /OpenROAD-flow-scripts/flow DESIGN_CONFIG=/design/flow/config.mk WORK_HOME=/design/flow/orfs finish
</file>
<file path="flow/config.mk">
export PLATFORM = sky130hd
export DESIGN_NAME = full_subtract_32
export DESIGN_NICKNAME = full_subtract_32
export VERILOG_FILES = /design/flow/design.v
export SDC_FILE = /design/flow/constraint.sdc
export NUM_CORES = 4
export LEC_CHECK = 1
export CORE_AREA = 10 10 97 97
export DIE_AREA = 0 0 107 107
</file>
<file path="flow/design.v">
module half_subtract(a,b,diff,carry);
input a,b;
output diff,carry;
wire an;
not(an,a);
xor(diff,a,b);
and(carry,an,b);
endmodule
module full_subtract(a,b,bin,d,bout);
input a,b,bin;
output d,bout;
wire dif1,carry1,carry2;
half_subtract hf1(a,b,dif1,carry1);
half_subtract hf2(dif1,bin,d,carry2);
or o1(bout,carry1,carry2);
endmodule 
module full_subtract_32(a,b,bin,d,bout);
input [31:0]a;
input [31:0]b;
input bin;
output [31:0]d;
output bout;
wire carry[31:0];
full_subtract f1(a[0],b[0],bin,d[0],carry[0]);
genvar i;
generate
for(i=1;i<31;i=i+1)begin
     full_subtract f(a[i],b[i],carry[i-1],d[i],carry[i]);
end
endgenerate 
full_subtract f2(a[31],b[31],carry[30],d[31],bout);
endmodule
</file>
==> reports/metrics.cfg <==
[floorplanning]
die-area_mm2 = 0.0114
fp-utilization_pct = 15.5
std_cell_rows = 31
dieWidth_um = 107
fp.coreArea_mm2 = 0.00729
boundaryPins = 98
chipHeight_um = 107

[min_path]
hold_path_end = d[2]
worstHoldPathCells = 5
hold_path_startpoint = a[2]
worstHoldPathType = in -> out

[sta]
final.min_clock_period_ps = 25830
timing.slew.headroom_pct = 92.8
totalNegativeSetupSlack_ps = 0
period_used_pct = 82.5
worst_pin_slew_ps = 108
max_freq_mhz = 38.7
finalMaxSlewViolations = 0
grt_setup_unrepaired = false
timing.final.hold_violations = 0
fin_worst_hold_slack_ps = 13580
timing.final.setup_violations = 0

[grt]
grt-ovfl-total = 0
grt_util_all_layers_pct = 5.15
grt_first_pass_wirelength_mm = 4.77
pin_count_of_the_biggest_net_entering_global_routing = 2
antenna_found_initial = 0
first_global_vias = 1030

[yosys]
yosys-stat-cells = 130
syn_area_mm2 = 0.00113
tally_of_yosys_warning_messages = 1
syn_area_per_cell_um2 = 8.68
syn_inst_count = 130
post_synth_num_cell_types = 3
synth_sequential_area_ratio_pct = 0
yosysChipArea_mm2 = 0.00113

[clocking]
cts_hold_buffers = 0
cts_resized = 0
cts_setup_buffers = 0

[routing]
route.detailed.wl_per_inst_um = 10.2
wl_mm = 3.01
drt_pre_antenna_iters = 2
drt-initial-drc-count = 5
drc = 0
routed_via_density = 2.97
antenna_violating_nets_left = 0
routed-via-count = 875
antennaDiodeCount = 0

[placed_design]
count_of_buffers_inserted_at_the_top_level_ports = 98
place_hpwl_mm = 3.05
routabilityCongestion = 0.759

[job]
tool_warnings = 32
cap_violations = 0

[cells_and_area]
mostFrequentLayoutCells = 98 x sky130_fd_sc_hd__clkdlybuf4s50_1, 66 x sky130_fd_sc_hd__inv_1, 32 x sky130_fd_sc_hd__fa_1
seq_area_um2 = 0
area.growth.synth_to_final_pct = 76.6
flop-count = 0
layout-drive-gt1-share_pct = 0
layout.cells.most_common = sky130_fd_sc_hd__clkdlybuf4s50_1
clock_buffers = 0

[worst_setup_path]
nature_of_the_critical_path_endpoint = output pin
worst-endpoint-required_ps = 25040
worst-path-max-fanout = 1
critical-path-max-stage-delay_ps = 490
crit_slowest_cell = sky130_fd_sc_hd__clkdlybuf4s50_1
crit_path_start_kind = input port
critical_path_origin = a[0]
path_common_cell = sky130_fd_sc_hd__fa_1
critPathArrivalTime_ps = 19570
startpoint_to_endpoint_class_of_the_critical_path = in -> out

[outcome]
run_status = finished clean

[power]
power.density_mw_per_mm2 = 18.6
irDropWorstVdd_mv = 0.00632
power.static_leakage_nw = 0.969

## stage by stage
stage / instances / setup slack [ps] / total power [mW] / area (um^2) / util [%]
finish: 295 / 5470 / 0.0370 / 1990 / 27.3
global route: 295 / 4980 / 0.0429 / 1990 / 27.3
CTS: 295 / 5370 / 0.0385 / 1990 / 27.3
detailed placement: 295 / 5380 / 0.0384 / 1990 / 27.3
global placement: 295 / 5410 / 0.0381 / 1990 / 27.3
floorplan: 130 / 6590 / 0.0203 / 1130 / -
## cells by family (layout without fill, tap and decap cells)
kind of cell / Yosys count / in the layout / share of synthesized area (%)
fa+ha+maj: 32 / 32 / 56.8
buf+inv: 98 / 164 / 43.2
## final cells by class
type                       count  area, um^2
timing repair buffer          98         981
tap                           99         124
inverter                      66         248
fill                         788        5300
multi-input combinational     32         641
## power breakdown
part,switching (mW),total (mW),internal (mW)
sequential,0,0,0
combinational,0.0107,0.0370,0.0263
clock,0,0,0
total,0.0107,0.0370,0.0263
## cell usage after synthesis
| cell type | number | area [um^2] |
|---|---|---|
| sky130_fd_sc_hd__inv_1 | 66 | 248 |
| sky130_fd_sc_hd__buf_4 | 32 | 240 |
| sky130_fd_sc_hd__fa_1 | 32 | 641 |
## worst max path at each step
| stage | end | slack (ps) | cells past startpoint |
|---|---|---|---|
| 5_1_grt | d[31] | 4980 | 36 |
| 4_1_cts | d[31] | 5370 | 36 |
| 6_report | d[31] | 5470 | 36 |
## per-layer routing
layer	GRT usage [%]	wire length [um]	up-vias	share of wire [%]
met2	7.24	1050	81	35
li1	-	-	424	-
met3	5.15	797	0	26
met5	0	0	-	0
met1	5.81	1160	370	38
met4	0	0	0	0
## critical path, delay by kind of cell
family / cells / cell delay, ps
buffers and inverters: 4 / 1040
adders and majority gates: 32 / 12250
No activity file was given, so power comes from the tool's default toggle rates.
