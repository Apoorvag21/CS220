==> design/flow/design.v <==
module half_adder(a,b,sum, carry);
input a,b;
output sum,carry;
xor(sum,a,b);
and(carry,a,b);
endmodule 
module full_adder(a,b,cin,cout,sum);
input a,b,cin;
output cout,sum;
wire s_1,cout_1,cout_2;
half_adder hlf1(a,b,s_1,cout_1);
half_adder hlf2(cin,s_1,sum,cout_2);
or o1(cout,cout_2,cout_1);
endmodule
module full_adder_32(a,b,cin,cout,sum);
integer i;
input [31:0]a;
input [31:0]b;
input cin;
output cout;
output [31:0] sum;
wire [31:0]carry;
full_adder f1(a[0],b[0],cin,carry[0],sum[0]);
full_adder f2(a[1],b[1],carry[0],carry[1],sum[1]);
full_adder f3(a[2],b[2],carry[1],carry[2],sum[2]);
full_adder f4(a[3],b[3],carry[2],carry[3],sum[3]);
full_adder f5(a[4],b[4],carry[3],carry[4],sum[4]);
full_adder f6(a[5],b[5],carry[4],carry[5],sum[5]);
full_adder f7(a[6],b[6],carry[5],carry[6],sum[6]);
full_adder f8(a[7],b[7],carry[6],carry[7],sum[7]);
full_adder f9(a[8],b[8],carry[7],carry[8],sum[8]);
full_adder f10(a[9],b[9],carry[8],carry[9],sum[9]);
full_adder f11(a[10],b[10],carry[9],carry[10],sum[10]);
full_adder f12(a[11],b[11],carry[10],carry[11],sum[11]);
full_adder f13(a[12],b[12],carry[11],carry[12],sum[12]);
full_adder f14(a[13],b[13],carry[12],carry[13],sum[13]);
full_adder f15(a[14],b[14],carry[13],carry[14],sum[14]);
full_adder f16(a[15],b[15],carry[14],carry[15],sum[15]);
full_adder f17(a[16],b[16],carry[15],carry[16],sum[16]);
full_adder f18(a[17],b[17],carry[16],carry[17],sum[17]);
full_adder f19(a[18],b[18],carry[17],carry[18],sum[18]);
full_adder f20(a[19],b[19],carry[18],carry[19],sum[19]);
full_adder f21(a[20],b[20],carry[19],carry[20],sum[20]);
full_adder f22(a[21],b[21],carry[20],carry[21],sum[21]);
full_adder f23(a[22],b[22],carry[21],carry[22],sum[22]);
full_adder f24(a[23],b[23],carry[22],carry[23],sum[23]);
full_adder f25(a[24],b[24],carry[23],carry[24],sum[24]);
full_adder f26(a[25],b[25],carry[24],carry[25],sum[25]);
full_adder f27(a[26],b[26],carry[25],carry[26],sum[26]);
full_adder f28(a[27],b[27],carry[26],carry[27],sum[27]);
full_adder f29(a[28],b[28],carry[27],carry[28],sum[28]);
full_adder f30(a[29],b[29],carry[28],carry[29],sum[29]);
full_adder f31(a[30],b[30],carry[29],carry[30],sum[30]);
full_adder f32(a[31],b[31],carry[30],cout,sum[31]);
endmodule
==> design/flow/run.sh <==
#!/bin/bash
# OpenROAD 26Q1-2900-gdf79404cd8, Yosys 0.63+post, stock flow scripts
make -C /OpenROAD-flow-scripts/flow DESIGN_CONFIG=/design/flow/config.mk WORK_HOME=/design/flow/orfs finish
==> design/flow/config.mk <==
export PLATFORM = sky130hd
export DESIGN_NAME = full_adder_32
export DESIGN_NICKNAME = full_adder_32
export VERILOG_FILES = /design/flow/design.v
export SDC_FILE = /design/flow/constraint.sdc
export NUM_CORES = 4
export LEC_CHECK = 1
export CORE_AREA = 10 10 83 83
export DIE_AREA = 0 0 93 93
==> design/flow/constraint.sdc <==
current_design full_adder_32

set clk_period 25.0
set clk_io_pct 0.2

create_clock -name clk0 -period $clk_period

set non_clock_inputs [all_inputs -no_clocks]
set_input_delay [expr $clk_period * $clk_io_pct] -clock clk0 $non_clock_inputs
set_output_delay [expr $clk_period * $clk_io_pct] -clock clk0 [all_outputs]
==> flow_summary.ini <==
; implementation run metrics
[detailed_routing]
wirelength_um = 3280
insertedDiodeCount = 0
wl_per_cell_um = 16.0
drc = 0
drt_pass1_iterations = 2
ant_nets = 0
vias = 734
drt-vias-per-instance = 3.58
drt_first_iter_violations = 5

[finish]
register_area_um2 = 0
final_util = 0.336
stdcell_area_um2 = 1730
nClkBuffers = 0
flop-count = 0
area_growth_pct = 92.1
drive_gt1_frac = 0

[placed_design]
portBuffers = 98
place_area_um2 = 1730
dpl.hpwl_um = 3270
gp_congestion = 0.815

[flow_run]
drv_cap = 0
warnings = 32

[timing]
slew_viol_final = 0
tns_ps = 0
tightest_slew_ps = 121
rsz0062_at_grt = no
period_used_share = 0.951
finalHoldViolCount = 0
fmax_mhz = 42.1
fin_crit_ps = 23770
hold_slack_ps = 11060
setup_violations = 0
max_slew_margin = 0.919

[power]
power.total_mw = 0.0434
ir_worst_vdd_uv = 10.6
power_leakage_nw = 0.644
power_density_nw_per_um2 = 25.1

[min_path]
hp-class = in -> out
worstHoldEndpoint = cout
min_from = b[31]
whs_path_depth = 5

[grt]
antenna_found_initial = 0
grt_overflow_total = 0
grt_max_degree = 2
grt.total_usage = 0.0757
first_global_vias = 954
grt_first_pass_wirelength_um = 5130

[setup_path]
required_ps = 20000
crit_top_cell = fa_1
setup.worst_path.start = a[0]
critPathLaunchType = input pin
max_stage_delay_ps = 470
path_max_fanout = 1
cp_slowest_cell = clkdlybuf4s50_1
cp-end-kind = primary output
worst-setup-path-type = in -> out
worstPathArrival_ps = 18770

[clocking]
ctsHoldBuffers = 0
cts_resized = 0
post-cts-setup-buffers = 0

[run_status]
status = finished, final reports clean

[die]
die-area_um2 = 8650
io_pins = 98
rows = 26
die_y_um = 93
die_width_um = 93
fp_util = 0.175
coreArea_um2 = 5140

[synthesis]
synth_cell_types = 3
synth_area_um2 = 900
ys_cells = 69
syn_avg_cell_area_um2 = 13.0
synth_cells = 69
yosys_warnings = 0
ys_area_um2 = 900
synth_seq_share = 0
synthesized netlist by cell type:
master	number	area, µm²
buf_4	32	240
fa_1	32	641
inv_1	5	18.8
cells in the final DEF, fill, tap and decap left out, drive strengths merged:
| cell type | n |
|---|---|
| fa | 32 |
| inv | 5 |
| clkdlybuf4s50 | 98 |
critical path, delay by kind of cell:
family / cells / cell delay [ps]
buf+inv: 4 / 1050
fa+ha+maj: 32 / 12700
logic make-up (layout without fill, tap and decap cells):
group,after synthesis,in the layout,share of synthesized area
fa+ha+maj,32,32,0.712
buf+inv,37,103,0.288
worst max path at each step:
stage | endpoint | slack (ps)
5_1_grt | sum[31] | 840
6_report | sum[31] | 1230
4_1_cts | sum[31] | 1140
layer usage:
layer / vias to the layer above / global-route usage / wire, µm
li1: 302 / - / -
met5: - / 0 / 0
met2: 100 / 0.107 / 1130
met4: 0 / 0 / 0
met3: 0 / 0.0679 / 800
met1: 332 / 0.0898 / 1350
per-stage QoR:
| stage | instances | setup WS (ps) |
|---|---|---|
| floorplan | 69 | 2620 |
| CTS | 205 | 1140 |
| detailed placement | 205 | 1170 |
| finish | 205 | 1230 |
| global placement | 205 | 1200 |
| global route | 205 | 843 |
report_power, final:
group          internal, mW  switching, mW
Sequential                0              0
Clock                     0              0
Combinational        0.0318         0.0115
layout make-up:
cell class,count,area [µm²]
fillers,538,3410
repair buffers,98,981
multi-input cells,32,641
inverters,5,18.8
well taps,70,87.6
