==> flow/design.v <==
module heart(clk,reset,write_enable,address,data_in,mode,data_out);
input mode,clk,reset,write_enable;
input [4:0]address;
input [31:0]data_in;
output reg [31:0]data_out;
reg [31:0] dummy;
reg [31:0] memory [31:0];
integer i;
always@(posedge clk)
begin
    if(reset)
    begin
        for(i=0;i<32;i=i+1)
        begin
            memory[i]=32'b0;
        end
        dummy=32'b0;
    end
    else
    begin
        if(mode)
        begin
            for(i=0;i<32;i++)
            begin
                memory[i]=memory[i];
            end
        end
        else
        begin
            if(write_enable)
            begin
                for(i=0;i<32;i++)
                begin
                    memory[i]=memory[i];
                end
                memory[address]=data_in;
            end
            else
            begin
                for(i=0;i<32;i++)
                begin
                    memory[i]=memory[i];
                end
            end
        end
        dummy=memory[address];
    end
end
always@(posedge clk)
begin
    data_out=dummy;
end
endmodule
==> flow/run.sh <==
#!/bin/bash
# OpenROAD 26Q1-2900-gdf79404cd8, Yosys 0.63+post, stock flow scripts
make -C /OpenROAD-flow-scripts/flow DESIGN_CONFIG=/design/flow/config.mk WORK_HOME=/design/flow/orfs finish
==> flow/config.mk <==
export PLATFORM = sky130hd
export DESIGN_NAME = heart
export DESIGN_NICKNAME = heart
export VERILOG_FILES = /design/flow/design.v
export SDC_FILE = /design/flow/constraint.sdc
export NUM_CORES = 4
export LEC_CHECK = 1
export CORE_UTILIZATION = 30
==> flow/constraint.sdc <==
current_design heart

set clk_period 9.6
set clk_io_pct 0.2

create_clock -name clk0 -period $clk_period [get_ports {clk}]

set non_clock_inputs [all_inputs -no_clocks]
set_input_delay [expr $clk_period * $clk_io_pct] -clock clk0 $non_clock_inputs
set_output_delay [expr $clk_period * $clk_io_pct] -clock clk0 [all_outputs]
==> changes_impl.md <==
## Implementation

- Detailed Routing Iterations Pass 1: 9
- Crit path cell chain: clkdlybuf4s50_1 -> nor2b_4 -> buf_4 -> buf_12 -> nor3_2 -> buf_4 -> a22oi_1 -> nand4_1 -> a2111oi_0 -> and3_1 -> a31oi_1
- Vias in the first global route: 47670
- Top cells by area: dfxtp_1 (46%), nand2_1 (16%), a21oi_1 (11%)
- Tally of OpenROAD warnings: 30
- Gpl congestion: 1.090
- WS Path Type: input pin to register
- Reg2reg path depth: 7
- Relative slew margins: between 10% and 20%
- PwrDens: about 190 nW/um2
- Met1 Use GR: slightly above 50%
- CP max stage delay: ~1.0 ns
- Clock latency on the worst-skew pair: 0.78 ns
- CTS max path bufs: 3
- Worst min path class: register to register
- Met3 Use GR: about a fifth
- Minimum clock period: 6.078 ns
- Via count: ~52000
- Hold slack: approximately 0.32 ns
- Post-synthesis cell area: about 47000 um2
- Final Hold Violating Endpoints: 0
- Hold buffers post-CTS: 0
- Yosys cell count: around 6300
- Routed len/inst: 37.50 um
- Setup slack, reg-to-reg: a little under 7 ns
- Commonest Layout Cell: nand2_1
- Total routed wirelength: 312100 um
- Number of synthesized flops with an enable pin: 0
- Initial DRC count: 6730
- Largest net degree at the start of global routing: roughly 160
- Core Util at FP: 30.29%
- Vias/cell: 6.212
- Status: finished clean
- Startpoint types: input pin
- Met2 Use GR: 53.68%
- CP Data Required Time: just over 10 ns
- Initial antenna violation count: 30
- Synthesized registers: ~1100
- Synth Area per Inst: roughly 7.5 um2
- CP dominant cell by count: buf_4
- First-pass GRT wire length: ~420000 um
- Max VDD drop: roughly 170 uV
- Synth cell types: roughly 81
- Final period util: between 60% and 70%
- Total power: between 10 and 15 mW
- Final setup vio count: 0
- Fin util: between 30% and 40%
- Area share, top type: between 40% and 50%
- Die width: roughly 400 um
- Max Fclk: 164.5 MHz
- Post-synth ARST share: 0%
- Detailed Place HPWL: around 200000 um
- Max cap viols: 0
- Worst slew pin tran: around 1.3 ns
- Post-synthesis cell count: ~6300
- Critical path origin: write_enable
- CP max stage cell: a2111oi_0
- Most Crowded Layer GR: met2
- Final Skew: ~0.031 ns
- Pleak: between 15 and 20 nW
- Core ar.: roughly 160000 um2
- RR Endpoint: dummy[11]
- # clock sinks: around 1100
- Ys flop type: dfxtp_1
- Crit-path max FO: 54
- IO Port Bufs: between 70 and 80
- Remaining Overflow, GRT: 0
- Critical Path Sink: dummy[11]
- Clock Pin Slew Worst Setup and Hold Paths: approximately 0.060 ns
- Num rows: 145
- Die H: approximately 400 um
- Setup Buffers After CTS: 0
- Antenna Nets Post-Route: 0
- Slew Viols, Final: 0
- Reg-to-Reg Start: memory[18][11]
- Cell type with the largest total area: dfxtp_1
- Synth Warn #: 2
- Fin Setup TNS: 0 ns
- Crit. End Element: register
- CTS tree: yes
- Sequential fraction of the synthesis area: 45.93%
- Share of post-route cells with drive strength above 1: a little over a tenth
- Top Layout Cells: nand2_1 (1951), dfxtp_1 (1088), a21oi_1 (1055)
- # H-tree levels: 3
- Chip area: about 160000 um2
- Yosys synthesis chip area: 47420 um2
- Inserted Clock Buffers: between 100 and 150
- Clock Tree Root: clkbuf_16
- I/O Pins: 73
- DR DRC count: 0
- # fillers: about 16000
- Critical Path AT: roughly 6.7 ns
- Global Route Usage Sum: 39.67%
- RSZ-0062 raised after global routing: false
- Post-CTS sizing: 0
- Synth-to-layout area growth: 16.00%
[layout make-up]
type | instances | area, um2 | area share [%]
Multi-Input combinational cell | 4567 | 23590 | 42.88
Sequential cell | 1088 | 21780 | 39.60
Clock buffer | 172 | 3467 | 6.303
Timing Repair Buffer | 372 | 2950 | 5.364
Tap cell | 2058 | 2575 | 4.681
Clock inverter | 41 | 574.3 | 1.044
Antenna cell | 18 | 45.04 | 0.08189
Inverter | 7 | 26.28 | 0.04777
[synthesized netlist by cell type, types with 15 or more instances]
library cell	instances
o21ai_0	121
a221oi_1	44
buf_1	63
nor4_1	27
a211oi_1	28
a31oi_1	54
buf_2	97
a2111oi_0	22
nor2_1	313
a22oi_1	192
a31o_2	15
dfxtp_1	1088
clkbuf_1	448
o22ai_1	88
nand3_1	59
mux2i_1	164
a22o_1	38
a32oi_1	22
nand2_1	1965
nor3_1	56
a21oi_1	1055
nand4_1	37
[per-stage QoR]
stage	cells	instance area [um2]	setup slack (ns)
2_1_floorplan	6282	47420	5.391
3_3_place_gp	8092	50920	3.296
3_5_place_dp	8092	50920	3.186
4_1_cts	8305	54960	3.976
5_1_grt	8305	54960	3.786
6_report	8323	55010	3.522
[worst max-delay path, delay by kind of cell]
kind                   cells  cell delay (ns)
AND-OR/OR-AND              3             1.36
AND/OR/NAND/NOR            4             1.29
buffers and inverters      4             1.99
[sequential cells by signal, summed over array words and instances, names as in the netlist]
signal	cells
data_out	32
memory	1024
dummy	32
[cells by family (layout without fill, tap and decap cells)]
family,Yosys count,in the layout,synth area share [%]
flops,1088,1088,45.93
xor+xnor,5,5,0.09237
simple gates,2553,2553,21.69
buf+inv,627,592,5.298
other cells,0,18,0
compound gates,1835,1835,23.28
mux,174,174,3.699
[worst min path at each step]
stage         start           end  slack (ns)  cells past startpoint
6_report  dummy[18]  data_out[18]        0.32                      0
5_1_grt   dummy[18]  data_out[18]        0.35                      0
4_1_cts   dummy[18]  data_out[18]        0.33                      0
[metal layers]
metal / vias up / wire (um)
met4: 30 / 24270
met5: - / 313
met2: 3870 / 124700
met3: 1102 / 47220
met1: 25250 / 115600
li1: 21450 / -
[power by group]
group	internal (mW)	switching [mW]	total (mW)
sequential	4.55	0.0203	4.57
clock	2.79	2.07	4.86
combinational	0.150	0.653	0.803
total	7.49	2.74	10.2
Power figures rest on the tool's default switching activity, not on a simulated workload.
